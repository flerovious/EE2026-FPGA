`flow/config.mk`:
```
export PLATFORM = sky130hd
export DESIGN_NAME = menu
export DESIGN_NICKNAME = menu
export VERILOG_FILES = /design/flow/design.v
export SDC_FILE = /design/flow/constraint.sdc
export NUM_CORES = 4
export LEC_CHECK = 1
export CORE_UTILIZATION = 50
```
`flow/run.sh`:
```
#!/bin/bash
# OpenROAD 26Q1-2900-gdf79404cd8, Yosys 0.63+post, stock flow scripts
make -C /OpenROAD-flow-scripts/flow DESIGN_CONFIG=/design/flow/config.mk WORK_HOME=/design/flow/orfs finish
```
`flow/constraint.sdc`:
```
current_design menu

set clk_period 1.3
set clk_io_pct 0.2

create_clock -name clk0 -period $clk_period [get_ports {clk}]

set non_clock_inputs [all_inputs -no_clocks]
set_input_delay [expr $clk_period * $clk_io_pct] -clock clk0 $non_clock_inputs
set_output_delay [expr $clk_period * $clk_io_pct] -clock clk0 [all_outputs]
```
`flow/design.v`:
```
`timescale 1ns / 1ps
module menu(
    input clk, btnU, btnD,
    input [4:0] sw,
    input [6:0] x, y,
    output reg [15:0] oled_data,
    output reg [2:0] state = 0
    );
    wire boxwidth, box1, box2, box3, box4;
    wire arrow1, arrow2, arrow3, arrow4;
    wire [15:0] menu_disp [4:0];
    wire menu_length;
    wire [6:0] mode0;
    wire menubar, mode1, mode2, mode3, mode4;
    assign mode1 = (y >= 22 && y <= 26) && (x == 12 || x == 16) || (x == 13 && y == 27) ||                          
                   (x == 14 && y == 28) || (x == 15 && y == 27) ||                                                  
                   (y >= 22 && y <= 28) && (x == 20 || x == 24) || (x >= 21 && x <= 23) && (y == 22 || y == 28) ||  
                   (y >= 22 && y <= 28) && (x == 28) || (x >= 29 && x <= 32) && (y == 28) ||                        
                   (y >= 22 && y <= 28) && (x == 36 || x == 40) || (x >= 37 && x <= 39) && (y == 28) ||             
                   (y >= 22 && y <= 28) && (x == 44 || x == 48) || (y == 23 || y == 24) && (x == 45 || x == 47) ||  
                   (x == 46 && y == 25) ||                                                                          
                   (x == 52) && (y >= 22 && y <= 28) || (x >= 53 && x <= 56) && (y == 22 || y == 25 || y == 28);    
    assign mode2 = (x == 12) && (y >= 32 && y <= 38) || (x >= 12 && x <=16) && (y == 32) || 
                   (x == 16) && (y == 32 || y == 33 || y == 37 || y == 38) || (x == 15 && (y == 34 || y == 36)) ||
                   (x >= 12 && x <= 14) && (y == 35) || 
                   (x == 20) && (y >= 32 && y <= 38) || (x >= 21 && x <= 24) && (y == 32 || y == 35 || y == 38) || 
                   (x == 28 || x == 32) && (y >= 34 && y <= 38) || (x == 29 || x == 31) && (y == 33 || y == 34) ||
                   (x == 30) && (y == 32 || y == 33) || (x >= 28 && x <= 32) && (y == 36) ||
                   (x == 37) && (y >= 32 && y <= 38) || (x >=38 && x <= 40) && (y == 32 || y == 38) ||  
                   (x >= 44 && x <= 48 && y == 32) || (x == 46 && y >=33 && y <= 38);
    assign mode3 = (x == 12) && (y >= 42 && y <= 45) || (x >= 12 && x <= 16) && (y == 45) ||	 
                  (x == 15) && (y >= 42 && y <= 48) ||                                             
                  (x >= 28 && x <= 32) && (y == 42 || y == 45 || y == 48) ||                     
                  (x == 28) && (y >= 42 && y <= 45) || (x == 32) && (y >= 45 && y <= 48) ||     
                  (x == 36) && (y >= 42 && y <= 48) || (x >= 36 && x <= 40) && (y == 42 || y == 45 || y == 48) ||     
                  (x == 44 || x == 48) && (y >= 44 && y <= 48) || (x == 45 || x == 47) && (y == 43 || y == 44) ||     
                  (x == 46) && (y == 42 || y == 43) || (x >= 44 && x <= 48) && (y == 46) ||                             
                  (x >= 52 && x <= 56) && (y == 42 || y == 45 || y == 48) || (x == 52) && (y >= 42 && y <= 45) ||         
                  (x == 56) && (y >= 45 && y <= 48) ||                                                                     
                  (x == 60 || x == 64) && (y >= 42 && y <= 48) || (x >= 60 && x <= 64) && (y == 42 || y == 48) ||          
                  (x == 68 || x == 72) && (y >= 42 && y <= 48) || (x == 69) && (y == 44) || (x == 70) && (y == 45) ||     
                  (x == 71 && y == 46) ||                                                                                 
                  (x >= 76 && x <= 80) && (y == 42 || y == 45 || y == 48) || (x == 76) && (y >= 42 && y <= 45) ||         
                  (x == 80) && (y >= 45 && y <= 48);                                           
    assign mode4 = (x == 12 || x == 16) && (y >= 52 && y <= 58) || (x == 13 || x == 15) && (y == 53 || y == 54) ||  
                   (x == 14 && y == 55) ||                                                                          
                   (x == 20 && y >=52 && y <=58) || (y == 52 || y == 55 || y == 58) && (x >= 21 & x <= 24) ||  
                   (x == 28 || x == 32) && (y >= 52 && y <= 58) || (x == 29 || x == 31) && (y == 53 || y == 54) ||  
                   (x == 30 && y == 55) ||                                                                           
                   (x == 36 && y >=52 && y <=58) || (y == 52 || y == 55 || y == 58) && (x >= 36 & x <= 40);  
    assign arrow1 = (((y >= 23 && y <= 27) && x == 3) || (x == 4 && (y == 23 || y == 27))  || (x == 5 && (y == 24 || y == 26)) || (x == 6 && y == 25));
    assign arrow2 = (((y >= 33 && y <= 37) && x == 3) || (x == 4 && (y == 33 || y == 37))  || (x == 5 && (y == 34 || y == 36)) || (x == 6 && y == 35));
    assign arrow3 = (((y >= 43 && y <= 47) && x == 3) || (x == 4 && (y == 43 || y == 47))  || (x == 5 && (y == 44 || y == 46)) || (x == 6 && y == 45));
    assign arrow4 = (((y >= 53 && y <= 57) && x == 3) || (x == 4 && (y == 53 || y == 57))  || (x == 5 && (y == 54 || y == 56)) || (x == 6 && y == 55));
    assign boxwidth = (x >= 0 && x <= 95);
    assign box1 = (y >= 21 && y <= 29) && boxwidth && ~mode1 && ~arrow1;
    assign box2 = (y >= 31 && y <= 39) && boxwidth && ~mode2 && ~arrow2;
    assign box3 = (y >= 41 && y <= 49) && boxwidth && ~mode3 && ~arrow3;
    assign box4 = (y >= 51 && y <= 59) && boxwidth && ~mode4 && ~arrow4;
    assign menubar = ((mode0[4:0] && menu_length)
    || ((x == 28 && (y == 5 || y == 6)) || (x == 29 && (y == 6 || y == 7)) || (x == 30 && (y == 7 || y == 8)) || (x == 31 && (y == 8 || y == 9)) || ((x == 32 || x == 33) && (y == 9 || y == 10)))
    || (x == 34 && (y == 8 || y == 9)) || (x == 35 && (y == 7 || y == 8)) || (x == 36 && (y == 6 || y == 7)) || (x == 37 && (y == 5 || y == 6))  
    || ((x >= 44 && x <= 49) && (y == 3 || y == 4 || y == 9 || y == 10 || y == 15 || y == 16))  
    || ((x == 53 && (y == 6 || y == 7)) || (x == 54 && (y == 7 || y == 8)) || (x == 55 && (y == 8 || y == 9)) || (x == 56 && (y == 9 || y == 10)) || (x == 57 && (y == 10 || y == 11)) || (x == 58 && (y == 11 || y == 12)))  
    || ((mode0[6:5] && (y >= 3 && y <= 14)) || ((x >= 66 && x <= 69) && (y == 15 || y == 16))));  
    assign menu_length = (y >= 3 && y <= 16);
    assign mode0[0] = (x == 26 || x == 27);
    assign mode0[1] = (x == 38 || x == 39);
    assign mode0[2] = (x == 42 || x == 43);
    assign mode0[3] = (x == 52 || x == 53);
    assign mode0[4] = (x == 60 || x == 61);
    assign mode0[5] = (x == 64 || x == 65);
    assign mode0[6] = (x == 70 || x == 71);
    assign menu_disp[0] = (menubar || mode1 || mode2 || mode3 || mode4);
    assign menu_disp[1] = (menubar || box1 || mode2 || mode3 || mode4);
    assign menu_disp[2] = (menubar || mode1 || box2 || mode3 || mode4); 
    assign menu_disp[3] = (menubar || mode1 || mode2 || box3 || mode4); 
    assign menu_disp[4] = (menubar || mode1 || mode2 || mode3 || box4); 
    always @ (posedge clk) begin
        if (btnU) begin
            if (state) state <= state - 1;
            else state <= 4;
        end
        else if (btnD) begin
            if (state == 4) state <= 1;
            else state <= state + 1;
        end
    end
    always @ (*) begin
        case(sw)
            5'b00001:
                oled_data = menu_disp[state] ? 16'h0000 : 16'hFFFF;
            5'b00000:
                oled_data = menu_disp[state] ? 16'hFFFF : 16'h0000; 
            5'b00011:
                oled_data = menu_disp[state] ? 16'h0000 : 16'hFFE0;
            5'b00010:
                oled_data = menu_disp[state] ? 16'hFFE0 : 16'h0000; 
            5'b00111:
                oled_data = menu_disp[state] ? 16'h0000 : 16'hF81F;
            5'b00100:
                oled_data = menu_disp[state] ? 16'hF81F : 16'h0000; 
            5'b01111:
                oled_data = menu_disp[state] ? 16'hF800 : 16'hFFFF;
            5'b01000:
                oled_data = menu_disp[state] ? 16'hFFFF : 16'h0000; 
            5'b11111:
                oled_data = menu_disp[state] ? 16'hFFFF : 16'h001F;
            5'b10000:
                oled_data = menu_disp[state] ? 16'h001F : 16'hFFFF; 
        endcase
    end 
endmodule
```
==> GITHUB_STEP_SUMMARY <==
### Yosys + OpenROAD results

| Metric | Value |
|---|---|
| Status | complete, but fails checks |
| Failing checks | negative setup slack |
| Vias in the first global route | 3236 |
| Avg Vias per Cell | 7.126 |
| Worst flop-to-flop path endpoint | state[1] |
| CP endpoint kind | flop |
| Netlist Area Pre-Place | 2909 um^2 |
| Post-Route Setup TNS | -0.2594 ns |
| Critical R2R Launch | state[1] |
| Total gr overflow | 0 |
| Final setup violation count | 3 |
| Top cell excl fill/tap | clkdlybuf4s50_1 |
| # port buffers | 40 |
| Startpoint types | flop |
| Root Buffer | clkbuf_8 |
| Final Cycle Share | 108.5% |
| Final Max Slew Viols | 0 |
| Hold path endpoint | state[2] |
| Hold crit path type | in2reg |
| RePlAce Congestion | 1.036 |
| Fmax | 709.3 MHz |
| Minimum clock period | 1.410 ns |
| Final WS setup | -0.1099 ns |
| Psw | 1.098 mW |
| Synth unique cells | 81 |
| ANT cells | 0 |
| Synth area leader | buf_4 |
| WL per Instance | 19.98 um |
| Die Width | 78.28 um |
| Top cell area share | 5.161% |
| Endpoints left unconstrained | 19 |
| Critical path arrival | 1.37 ns |
| Max-cap violations | 0 |
| Die footprint | 6127 um^2 |
| Final hold violation count | 0 |
| Critical Setup Path Class | reg2reg |
| Late-Pin Clk Latency | 0.21 ns |
| Drt drc | 0 |
| RSZ-0062 raised after global routing | true |
| CTS H-tree depth | 1 |
| Tool Warnings | 33 |
| HPWL after DPL | 7269 um |
| Yosys stat chip area | 2909 um^2 |
| Area Overhead vs Synth | 12.69% |
| Number of warnings issued by yosys | 1 |
| Post-DRT Antenna Nets | 0 |
| Grt peak-use layer | met1 |
| I/O pins | 41 |
| Total of fill cells in the finished design | 525 |
| Initial antenna violation count | 0 |
| Switch share | 40.59% |
| Detailed router's first-iteration violation count | 656 |
| First-pass GRT wire length | 16700 um |
| CTS tree | built |
| Clock share of power | 10.0% |
| Worst-case clock buffer depth | 2 |
| Asr flop ratio synth | 0% |
| Vias | 3670 |
| Cell area leaders | buf_4 (5.2%), nand3_1 (4.6%), nand2_1 (4.4%) |
| Grt met1 use | 50.98% |
| Met2 Track Usage GR | 50.70% |
| Core Area | 5540 um^2 |
| Worst vdd ir | 1.347 mV |
| Initial Util | 52.51% |
| Share of cells above drive strength 1 | 10.38% |
| Worst path required time | 1.26 ns |
| Placed Cells | 507 |
| Layout Cells excl Fill | 515 |
| Comb power frac | 78.0% |
| Global Route met3 Usage | 8.501% |
| Clock skew | 0.001439 ns |
| Post-synth EDFFs | 3 |
| Fin Hold WS | 0.7786 ns |
| Count of unclocked register or latch pins | 3 |
| Top Layout Cells | clkdlybuf4s50_1 (37), nand2_1 (34), nor2_1 (31) |
| Hold_sp | btnD |
| Leak Pwr | 1.121 nW |
| Flop pwr share | 12.0% |
| CP max FO | 3 |
| Rows | 27 |
| R2R depth | 4 |
| Hold-fix buffers, CTS | 0 |
| Total power | 2.705 mW |
| Post-synth top flop | edfxtp_1 |
| Internal Pwr Total | 1.607 mW |
| Measured slew at the worst slew-check pin | 0.8829 ns |
| Clk slew on worst S/H paths | 0.03 ns |
| Pwr dens | 825.1 nW/um^2 |
| Hold path depth | 2 |
| Slew headroom | 40.34% |
| TritonCTS buffer count | 3 |
| Worst reg2reg setup slack | -0.11 ns |
| Drt total wl | 10290 um |
| All-Layer GR Usage | 34.64% |
| Ys cells | 436 |
| Mapped Avg Cell Area | 6.672 um^2 |
| DIE HEIGHT | 78.28 um |
| Pre-antenna DRT Iters | 7 |
| FF+latch count, synth | 6 |
| Gate Count Post-Synth | 436 |
| Pin count of the biggest net entering global routing | 42 |
[metrics by stage]
stage	setup slack, ns	util (%)	cell area (um^2)
after CTS	-0.1022	58.99	3268
final	-0.1099	59.17	3278
after global routing	-0.1410	59.17	3278
after global placement	-0.08301	57.75	3199
after floorplan	-0.06225	-	2938
after detailed placement	-0.1114	57.75	3199
[final cells by class]
class,instances,area (um^2),share of cell area [%]
multi-input combinational,360,2401,73.24
timing repair buffer,61,561.8,17.14
sequential,6,135.1,4.122
tap,72,90.09,2.748
clock buffer,4,45.04,1.374
inverter,12,45.04,1.374
[registers in the layout (all words and copies together), names as in the netlist]
name / count
state: 3
oled_data: 3
[critical path, stage by stage, from the launching register on]
cell and delay, ns:
edfxtp_1 0.43, inv_2 0.10, ha_4 0.16, mux2_4 0.30
a22o_1 0.17
[routing by layer]
metal | wire length [um] | vias to the layer above
li1 | - | 1683
met1 | 4215 | 1667
met2 | 4198 | 297
met3 | 1631 | 23
met4 | 245 | 0
met5 | 0 | -
[power groups by stage]
stage | clock [mW] | sequential, mW | combinational (mW)
after CTS | 0.273 | 0.324 | 2.06
after global routing | 0.282 | 0.342 | 2.32
final | 0.270 | 0.326 | 2.11
[kinds of logic after synthesis]
family                     Yosys count  share of synthesized area (%)
and+or+nand+nor                    210                          42.11
AOI/OAI and AO/OA                  130                          32.30
DFF                                  3                          3.097
xor gates and xnor gates             7                          2.108
buffers and inverters               70                          13.81
latches                              3                          1.548
adders and majority gates            8                          3.269
muxes                                5                          1.763
[timing repair]
item / 4_1_cts / 5_1_grt
pin swaps: 1 / 1
setup buffers: 3 / 1
endpoints found under the setup margin: 5 / 4
endpoints found under the hold margin: 0 / 0
gates resized: 3 / 1
[cell usage after synthesis (6+ instances only)]
library cell and count:
nor2_1 31, nor4_1 6, buf_2 25, a31oi_1 6, o21ai_0 16, a32oi_1 6, ha_1 6, a21oi_1 20
and2_1 6, nand2b_1 8, nand3_1 27, nor3_1 20, nand2_1 34, clkbuf_1 7, nor2b_1 12, nand4_1 11
a211oi_1 10, and3b_1 7, o22ai_1 9, a22oi_1 8, nor3b_1 8, buf_4 20, o2111ai_1 7, inv_1 12
[worst max-delay path by stage]
| stage | slack [ns] | depth (start not counted) | start | end |
|---|---|---|---|---|
| after CTS | -0.10 | 4 | state[0] | state[1] |
| after global routing | -0.14 | 4 | state[0] | state[1] |
| final | -0.11 | 4 | state[1] | state[1] |
Power figures rest on the tool's default switching activity, not on a simulated workload.
