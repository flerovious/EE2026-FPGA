==> design/flow/design.v <==
`timescale 1ns / 1ps
module vol_disp (
    input [13:0] sw,
    input clk,
    input clk100m,
    input [3:0] vol_lvl,
    input [6:0] x,y,
    input btnC, btnL, btnR,
    output [15:0] oled_data
    );
    wire [1:0] bor_wid;
    wire [15:0] oled_vol_data, oled_bor_data;
    wire [15:0] bor_col, bg_col, high_col, med_col, low_col;
    assign bor_wid = sw[1] ? 0 : (sw[0] ? 3 : 1);
    reg [3:0] pause_lvl = 0;
    reg [6:0] x_mid = 48;
    always @ (posedge clk) begin
        if (btnR) x_mid = 72;
        if (btnC) x_mid = 48;
        if (btnL) x_mid = 24;
        pause_lvl = sw[3] ? pause_lvl : vol_lvl;
    end
    vol_disp_col vdc0(sw[13:0], clk100m,  bor_col, bg_col, high_col, med_col, low_col);
    vol_disp_bor vdc1(bor_col, bg_col, bor_wid, x, y, oled_bor_data);
    vol_disp_bar vdc2(bg_col, high_col, med_col, low_col, pause_lvl, x, y, x_mid, oled_vol_data);
    vol_disp_ctl vdc3(x, y, oled_bor_data, oled_vol_data, oled_data);
endmodule
`timescale 1ns / 1ps
module vol_disp_bar(
    input [15:0] bg_col, high_col, med_col, low_col,
    input [3:0] vol_lvl,
    input [6:0] x, y,
    input [6:0] x_mid,
    output reg [15:0] oled_data
    );
    wire x_range;
    wire [15:0] v;
    assign x_range = (x >= (x_mid - 10)) && (x <= (x_mid + 10));
    assign v[0] = 0;
    assign v[1] = (vol_lvl >= 1 && (y <= 60 && y >= 60 - 2));
    assign v[2] = (vol_lvl >= 2 && (y <= (60 - 4) && y >= (60 - 4) - 2));
    assign v[3] = (vol_lvl >= 3 && (y <= ((60 - 4) - 4) && y >= ((60 - 4) - 4) - 2));
    assign v[4] = (vol_lvl >= 4 && (y <= (((60 - 4) - 4) - 4) && y >= (((60 - 4) - 4) - 4) - 2));
    assign v[5] = (vol_lvl >= 5 && (y <= ((((60 - 4) - 4) - 4) - 4) && y >= ((((60 - 4) - 4) - 4) - 4) - 2));
    assign v[6] = (vol_lvl >= 6 && (y <= (((((60 - 4) - 4) - 4) - 4) - 4) && y >= (((((60 - 4) - 4) - 4) - 4) - 4) - 2));
    assign v[7] = (vol_lvl >= 7 && (y <= ((((((60 - 4) - 4) - 4) - 4) - 4) - 4) && y >= ((((((60 - 4) - 4) - 4) - 4) - 4) - 4) - 2));
    assign v[8] = (vol_lvl >= 8 && (y <= (((((((60 - 4) - 4) - 4) - 4) - 4) - 4) - 4) && y >= (((((((60 - 4) - 4) - 4) - 4) - 4) - 4) - 4) - 2));
    assign v[9] = (vol_lvl >= 9 && (y <= ((((((((60 - 4) - 4) - 4) - 4) - 4) - 4) - 4) - 4) && y >= ((((((((60 - 4) - 4) - 4) - 4) - 4) - 4) - 4) - 4) - 2));
    assign v[10] = (vol_lvl >= 10 && (y <= (((((((((60 - 4) - 4) - 4) - 4) - 4) - 4) - 4) - 4) - 4) && y >= (((((((((60 - 4) - 4) - 4) - 4) - 4) - 4) - 4) - 4) - 4) - 2));
    assign v[11] = (vol_lvl >= 11 && (y <= ((((((((((60 - 4) - 4) - 4) - 4) - 4) - 4) - 4) - 4) - 4) - 4) && y >= ((((((((((60 - 4) - 4) - 4) - 4) - 4) - 4) - 4) - 4) - 4) - 4) - 2));
    assign v[12] = (vol_lvl >= 12 && (y <= (((((((((((60 - 4) - 4) - 4) - 4) - 4) - 4) - 4) - 4) - 4) - 4) - 4) && y >= (((((((((((60 - 4) - 4) - 4) - 4) - 4) - 4) - 4) - 4) - 4) - 4) - 4) - 2));
    assign v[13] = (vol_lvl >= 13 && (y <= ((((((((((((60 - 4) - 4) - 4) - 4) - 4) - 4) - 4) - 4) - 4) - 4) - 4) - 4) && y >= ((((((((((((60 - 4) - 4) - 4) - 4) - 4) - 4) - 4) - 4) - 4) - 4) - 4) - 4) - 2));
    assign v[14] = (vol_lvl >= 14 && (y <= (((((((((((((60 - 4) - 4) - 4) - 4) - 4) - 4) - 4) - 4) - 4) - 4) - 4) - 4) - 4) && y >= (((((((((((((60 - 4) - 4) - 4) - 4) - 4) - 4) - 4) - 4) - 4) - 4) - 4) - 4) - 4) - 2));
    assign v[15] = (vol_lvl >= 15 && (y <= ((((((((((((((60 - 4) - 4) - 4) - 4) - 4) - 4) - 4) - 4) - 4) - 4) - 4) - 4) - 4) - 4) && y >= ((((((((((((((60 - 4) - 4) - 4) - 4) - 4) - 4) - 4) - 4) - 4) - 4) - 4) - 4) - 4) - 4) - 1));
    always @ (*) begin
        if (x_range && vol_lvl > 0 && v) begin
            if (v[5:1])
                oled_data = low_col;
            if (v[10:6])
                oled_data = med_col;
            if (v[15:11]) 
                oled_data = high_col; 
        end else 
            oled_data = bg_col;
    end
endmodule
`timescale 1ns / 1ps
module vol_disp_bor(
    input [15:0] bor_col, bg_col,
    input [1:0] bor_wid,
    input [6:0] x, y,
    output [15:0] oled_data
    );
    assign oled_data = (bor_wid && (x <= bor_wid - 1 || x >= (96 - bor_wid) || y <= bor_wid - 1|| y >= (64 - bor_wid))) ?
                            bor_col : bg_col;
endmodule
`timescale 1ns / 1ps
module vol_disp_col(
    input [13:0] sw,
    input clk100m,
    output reg [15:0] bor_col, bg_col, high_col, med_col, low_col
    );
    always @ (posedge clk100m) begin
        if (sw[2]) begin    
            high_col = 16'h0000;
            med_col = 16'h0000;
            low_col = 16'h0000;
            end
        else if (sw[9]) begin  
            high_col = 16'h001F;
            med_col = 16'hFC00;
            low_col = 16'h8410;
            end 
        else if (sw[10]) begin 
            high_col = 16'hF800;
            med_col = 16'hF81F;
            low_col = 16'hF81F;
            end 
        else if (sw[11]) begin
            high_col = 16'hF800;
            med_col = 16'hFC00;
            low_col = 16'hFFE0;
            end 
        else if (sw[12]) begin
            high_col = 16'h07E0;
            med_col = 16'hFFE0;
            low_col = 16'hF800;
            end 
        else begin
            high_col = 16'hF800;
            med_col = 16'hFFE0;
            low_col = 16'h07E0;
            end 
        if (!sw[13]) begin 
            bor_col = 16'hFFFF;
            bg_col = 16'h0000;
            end
        else begin
            bor_col = 16'h0000;
            bg_col = 16'hFFFF;
            end
        if (sw[4]) bor_col = 16'hF800;
        else if (sw[5]) bor_col = 16'h07E0;
        else if (sw[6]) bor_col = 16'h001F;
        else if (sw[7]) bor_col = 16'h8410;
        else if (sw[8]) bor_col = 16'hFC00;
    end
endmodule
`timescale 1ns / 1ps
module vol_disp_ctl(
    input [6:0] x,y,
    input [15:0] oled_border, oled_vol,
    output [15:0] oled_data
    );
    assign oled_data = (x < 3 || x >= 96 - 3 || y < 3 || y >= 64 - 3) ? oled_border : oled_vol;
endmodule
==> design/flow/run.sh <==
#!/bin/bash
# OpenROAD 26Q1-2900-gdf79404cd8, Yosys 0.63+post, stock flow scripts
make -C /OpenROAD-flow-scripts/flow DESIGN_CONFIG=/design/flow/config.mk WORK_HOME=/design/flow/orfs finish
==> design/flow/config.mk <==
export PLATFORM = sky130hd
export DESIGN_NAME = vol_disp
export DESIGN_NICKNAME = vol_disp
export VERILOG_FILES = /design/flow/design.v
export SDC_FILE = /design/flow/constraint.sdc
export NUM_CORES = 4
export LEC_CHECK = 1
export CORE_UTILIZATION = 30
==> design/flow/constraint.sdc <==
current_design vol_disp

set clk_period 6.0
set clk_io_pct 0.2

create_clock -name clk0 -period $clk_period [get_ports {clk}]
create_clock -name clk1 -period $clk_period [get_ports {clk100m}]

set non_clock_inputs [all_inputs -no_clocks]
set_input_delay [expr $clk_period * $clk_io_pct] -clock clk0 $non_clock_inputs
set_output_delay [expr $clk_period * $clk_io_pct] -clock clk0 [all_outputs]
==> results.py <==
# Auto-generated metrics
metrics = {
    "logic_synthesis": {
        "avgSynthCellArea_sq_um": 8.60,
        "yosysTopAreaCell": "ha_1",
        "numSynthFlops": 33,
        "yosys_area_sq_um": 2670,
        "synth-edff-count": 4,
        "flop_cell": "dfxtp_1",
        "synthArstFlopShare": 0,
        "netlist_area_sq_um": 2670,
        "yosys_warnings": 3,
        "ys_types": 69,
        "yosys_cells": 310,
        "area_leaders": "ha_1 (17%), dfxtp_1 (17%), a21oi_1 (5.1%)",
        "top_cell_area_share": 0.174,
        "syn-instance-count": 310,
    },
    "critical_path": {
        "rrSetupSlack_ns": 5.29,
        "cp-start-kind": "primary input",
        "end_kind": "output port",
        "worstPathRequired_ns": 4.80,
        "critical_path_class": "primary input to output port",
        "arrival_ns": 4.57,
        "path_max_fanout": 14,
    },
    "final_timing": {
        "untimed_endpoints": 6,
        "slew_violations": 0,
        "setup_viol": 0,
        "hold_viol_final": 0,
        "unclocked_pins": 6,
        "skew_ns": 0,
        "slew_headroom": 0.669,
        "holdWs_ns": 0.580,
        "tightest_slew_ns": 0.489,
    },
    "pwr": {
        "pwr_density_cell_nw_per_um2": 162,
        "p_leak_nw": 1.38,
        "power_switching_uw": 157,
        "clock_power_share": 0.277,
        "vdd_ir_drop_max_uv": 93.2,
        "comb_power_share": 0.339,
        "total_power_uw": 548,
        "seqPwrFrac": 0.384,
        "intPower_uw": 391,
        "swShare": 0.286,
    },
    "clocking": {
        "path_clk_slew_ns": 0.04,
        "cts_tree": "yes",
        "hold_buffers": 0,
    },
    "finish": {
        "layout_top_cell": "clkdlybuf4s50_1",
        "area_growth_pct": 26.9,
        "layout_top_cells": "clkdlybuf4s50_1 (50), ha_1 (37), nor2_1 (25)",
        "drive_gt1_frac": 0.102,
        "fin_cells": 471,
        "post-route-cell-area_sq_um": 3380,
        "final_util": 0.390,
    },
    "flow_run": {
        "warnings": 39,
        "max_cap_viol_count": 0,
    },
    "drt": {
        "wirelength_met1_microns": 2750,
        "antenna_cells": 0,
        "drt_wl_total_microns": 5610,
        "wl_met3_microns": 175,
        "ant_nets": 0,
        "met2_length_microns": 2660,
        "drcViolationCount": 0,
        "viasPerCell": 4.98,
        "drt-wirelength-per-cell_microns": 11.9,
        "drt_iter0_drc": 109,
        "top_layer": "met4",
        "vias": 2345,
        "dr.pass1.iters": 4,
    },
    "placed_design": {
        "post_dp_cell_area_sq_um": 3250,
        "dp_cells": 463,
        "gp_congestion": 0.880,
        "io_buffers": 51,
        "dp_hpwl_microns": 4560,
    },
    "global_route": {
        "antenna_found_initial": 0,
        "grt-ovfl-total": 0,
        "track_usage": 0.132,
        "grt_max_degree": 20,
        "grt_pass1_wl_microns": 9570,
        "first_global_vias": 2140,
    },
    "die": {
        "dieWidth_microns": 96.3,
        "fp-row-count": 34,
        "design.core.area_sq_um": 8680,
        "die-area_sq_um": 9270,
        "pin_count": 53,
        "fp_util": 0.307,
        "dieHeight_microns": 96.3,
    },
    "min_path": {
        "hold_class": "flip-flop to flip-flop",
    },
    "run_status": {
        "status": "complete, no violations",
    },
}
## layer usage
metal / vias to the layer above / global-route usage
met5: - / 0
met4: 0 / 0.0149
met3: 4 / 0.0209
met2: 54 / 0.216
met1: 1060 / 0.193
li1: 1227 / -
## metrics by stage
stage,setup TNS [ns],worst slack (ns)
3_5_place_dp,0,0.0610
6_report,0,0.233
3_3_place_gp,0,0.0912
2_1_floorplan,0,1.09
4_1_cts,0,0.0409
5_1_grt,-0.0724,-0.0215
## power by group through the flow
stage / combinational (mW) / clock (mW) / sequential [mW]
global route: 0.212 / 0.168 / 0.212
finish: 0.186 / 0.152 / 0.210
CTS: 0.184 / 0.156 / 0.210
## path summary, 6_finish.rpt
kind | depth (start not counted) | to | startpoint
worst max-delay path | 13 | oled_data[13] | y[2]
worst min-delay path | 1 | x_mid[6] | x_mid[6]
worst max register to register | 2 | x_mid[4] | x_mid[4]
worst min register to register | 1 | x_mid[6] | x_mid[6]
max in group clk1 | 3 | vdc0.high_col[9] | sw[9]
min in group clk1 | 1 | vdc0.bg_col[14] | sw[13]
## cells in the mapped netlist, types with 5 or more instances
cell type,n
ha_1,37
a21oi_1,27
nor2_1,26
dfxtp_1,23
inv_1,23
nand2_1,13
buf_4,11
o21ai_0,10
nor3_1,9
a31oi_1,8
dlxtn_1,6
mux2i_1,6
nand2b_1,6
nor4_1,6
a211oi_1,5
## what timing repair did
item                                    4_1_cts  5_1_grt
endpoints found under the setup margin        0       15
resized                                       0        9
buffers inserted                              0        0
## cells by family (layout without fill, tap and decap cells)
kind of cell / Yosys count / in the layout / synth area share
flops: 27 / 27 / 0.218
mux: 7 / 7 / 0.0267
simple gates: 89 / 89 / 0.179
buf+inv: 44 / 92 / 0.0901
compound gates: 95 / 95 / 0.264
xor+xnor: 3 / 3 / 0.00986
fa+ha+maj: 38 / 38 / 0.177
latches: 6 / 6 / 0.0338
other cells: 1 / 6 / 0.00141
## sequential cells by signal, summed over array words and instances (netlist names)
name / cells
pause_lvl: 4
vdc0.bg_col: 1
vdc2.oled_data: 6
vdc0.high_col: 3
vdc0.low_col: 6
vdc0.med_col: 3
vdc0.bor_col: 6
x_mid: 4
## area by class of cell
type / instances / area, sq um
clock inverters: 1 / 7.51
multi-input cells: 238 / 1810
well taps: 108 / 135
inverters: 24 / 90.1
clock buffers: 7 / 86.3
flip-flops and latches: 33 / 671
repair buffers: 60 / 584
fillers: 857 / 5300
## critical path, stage by stage
cell and delay, ns:
clkdlybuf4s50_1 0.46, buf_4 0.21, or3_1 0.42, nor2_2 0.14, o21ai_1 0.15, a211oi_4 0.38
o41ai_4 0.15, o21bai_1 0.21, o21ai_1 0.19, dlxtn_1 0.35, nor2_1 0.05, a21oi_2 0.17
clkdlybuf4s50_1 0.48
No activity file was given, so power comes from the tool's default toggle rates.
